**flow/constraint.sdc**
```tcl
current_design MainMemory

set clk_period 2.4
set clk_io_pct 0.2

create_clock -name clk0 -period $clk_period [get_ports {Clk}]

set non_clock_inputs [all_inputs -no_clocks]
set_input_delay [expr $clk_period * $clk_io_pct] -clock clk0 $non_clock_inputs
set_output_delay [expr $clk_period * $clk_io_pct] -clock clk0 [all_outputs]
```
**flow/config.mk**
```make
export PLATFORM = sky130hd
export DESIGN_NAME = MainMemory
export DESIGN_NICKNAME = MainMemory
export VERILOG_FILES = /design/flow/design.v
export SDC_FILE = /design/flow/constraint.sdc
export NUM_CORES = 4
export LEC_CHECK = 1
export CORE_UTILIZATION = 30
```
**flow/design.v**
```verilog
parameter    matrixMemory0 = 256'h0001_0002_0003_0004_0005_0006_0007_0008_0009_000a_000b_000c_000d_000e_000f_0010;
parameter    matrixMemory1 = 256'h0020_001f_001e_001d_001c_001b_001a_0019_0018_0017_0016_0015_0014_0013_0012_0011;
module MainMemory(Clk,Dataout,DataIn, address, nRead,nWrite, nReset);
input logic [255:0] DataIn;  
input logic nRead,nWrite, nReset, Clk;
input logic [15:0] address;
output logic [255:0] Dataout;  
  logic [255:0]MainMemory[12];  
always_ff @(negedge Clk or negedge nReset)
begin
	if (~nReset) begin
	MainMemory[0] = matrixMemory0;
	MainMemory[1] = matrixMemory1;
	MainMemory[2] = 256'h0;
	MainMemory[3] = 256'h0;
	MainMemory[4] = 256'h0;
	MainMemory[5] = 256'h0;
	MainMemory[6] = 256'h0;
	MainMemory[7] = 256'h0;
	MainMemory[8] = 256'h4;
	MainMemory[9] = 256'hb;
	MainMemory[10] = 256'h0;
	MainMemory[11] = 256'h0;
      Dataout=0;
	end
  else if(address[15:12] == MainMemEn)  
		begin
			if (~nRead)begin
				Dataout <= MainMemory[address[11:0]];  
			end
			if(~nWrite)begin
		    MainMemory[address[11:0]] <= DataIn;
			end
		end
end  
endmodule
```
**flow/run.sh**
```bash
#!/bin/bash
# OpenROAD 26Q1-2900-gdf79404cd8, Yosys 0.63+post, stock flow scripts
make -C /OpenROAD-flow-scripts/flow DESIGN_CONFIG=/design/flow/config.mk WORK_HOME=/design/flow/orfs finish
```
==> deck_impl_summary.md <==
Synthesis and Place & Route Summary

GRT
  – Largest net degree at the start of global routing: 80
  – Grt total ovfl: 0
  – Initial antenna violation count: 31
  – Total GRT Usage: 0.220
  – Vias in the first global route: 104807
  – First-pass GRT wire length: 754000 µm

Pwr
  – Power per cell area: 743 nW/µm²
  – Static Leak: 88.7 nW
  – Peak VDD IR: 0.000710 V

Yosys
  – Gate Count Post-Synth: 10802
  – Avg Cell Area, Syn: 13.4 µm²
  – Synth flops: 3328
  – Post-synth cell types: 54
  – Yosys cell count: 10802
  – Fraction of registers with async set/reset: 1.00
  – Tally of yosys warning messages: 4
  – Post-synth EDFFs: 0
  – Synthesized area: 145000 µm²
  – Dominant register cell: dfrtn_1
  – Chip Area, Yosys: 145000 µm²
  – Sequential share of the synthesized area: 0.576

Floorplan
  – I/O pin total: 532
  – Die height: 697 µm
  – Core footprint: 480000 µm²
  – Die W: 697 µm
  – Cell Rows: 254
  – Initial core utilization: 0.302
  – Total Die Area: 485000 µm²

Hold path
  – Worst hold path type: reg -> reg
  – HP Start: MainMemory[0][195]

Route
  – Routed Antenna Nets: 0
  – DR DRC count: 0
  – Vias: 102119
  – Via density: 5.35
  – Total wire length: 533000 µm
  – Routed len/inst: 27.9 µm
  – Pre-antenna DRT Iters: 8
  – DRT iter0 DRCs: 6824

Setup path
  – CP top delay family: flip-flops
  – Crit Path Category: reg -> out
  – Critical path startpoint category: flip-flop
  – Critical path fanouts, max: 2
  – CP max-delay cell: dfrtn_1
  – CP required: 1.92 ns
  – Largest stage delay, worst path: 0.66 ns
  – Reg-to-reg startpoint: MainMemory[9][229]
  – Cell Chain, Critical Path: buf_2
  – CP Buf/Inv Count: 1
  – Crit path DAT: 2.96 ns
  – Worst setup startpoint: Dataout[211]
  – Worst setup EP type: output port

Status
  – Status: complete, but fails checks
  – Failing checks: negative setup slack

Final timing
  – Final Hold Viols: 0
  – Pins over their slew limit: 0
  – Final Hold Slack: 0.424 ns
  – Relative slew slack: 0.607
  – RSZ-0062 raised after global routing: yes
  – Skew final: 0.0705 ns
  – Final Setup Violations: 3584
  – Tightest Pin Transition: 0.587 ns
  – Fin worst setup slack: -1.04 ns

CTS
  – Root Buffer: clkbuf_16
  – # H-tree levels: 5
  – CTS buffer count: 365
  – CTS max path bufs: 4
  – CTS tree: yes
  – Sink Count: 3328
  – Hold Buf Count CTS: 0
  – Clk ins delay skew pair: 0.94 ns
  – Clock slew at the register clock pins of the worst setup and hold paths: 0.04 ns

Final layout
  – Final core utilization: 0.395
  – Share of cells above drive strength 1: 0.449
  – Top Layout Cells: dfrtn_1, mux2_2, buf_4
  – Top cell excl fill/tap: dfrtn_1
  – Synth-to-Final Area Change: 30.9%
  – Final Cell Area: 189000 µm²

Placed design
  – I/O Buffers: 522
  – Post-DP HPWL: 342000 µm
  – Cell Area, Placed: 172000 µm²
  – GPL Wtd Cong: 0.842

Job
  – Max_cap viols: 0
  – Tool Warnings: 125
==> synth_stat cells (36+ instances only) <==
cell type | number | share of area
o21ai_0 | 370 | 0.013
nand2_1 | 324 | 0.0084
buf_1 | 48 | 0.0012
a222oi_1 | 94 | 0.0065
mux2_1 | 504 | 0.039
mux2i_1 | 137 | 0.0095
a2111oi_0 | 41 | 0.0025
dfrtn_1 | 3243 | 0.56
a21oi_1 | 274 | 0.0095
or3_1 | 36 | 0.0016
o32ai_1 | 70 | 0.0042
o211ai_1 | 97 | 0.0050
nor2_1 | 119 | 0.0031
a221oi_1 | 415 | 0.025
o22ai_1 | 116 | 0.0050
o21ai_1 | 37 | 0.0013
a22o_1 | 44 | 0.0027
mux2_2 | 2600 | 0.20
buf_2 | 307 | 0.011
buf_4 | 121 | 0.0063
nor3_1 | 326 | 0.011
a22oi_1 | 484 | 0.025
clkbuf_1 | 665 | 0.017
dfstp_2 | 85 | 0.015
a221o_1 | 55 | 0.0038
==> state kept, by name, indices dropped and copies added (netlist names) <==
name / cells
MainMemory: 3072
Dataout: 256
==> layer usage <==
layer / track usage / vias up / share of wire / routed length, µm
met4: 0.0595 / 12 / 0.033 / 17800
li1: - / 43769 / - / -
met2: 0.334 / 3663 / 0.46 / 244000
met3: 0.0792 / 813 / 0.095 / 50800
met1: 0.307 / 53862 / 0.41 / 221000
met5: 0 / - / 0.00023 / 121
==> timing repair <==
item                       4_1_cts  5_1_grt
pin swaps                       52       30
setup endpoints to repair     3584     3584
gates resized                  815      566
cloned                          15       52
setup buffers                  109      107
==> per-stage QoR <==
stage	worst slack (ns)	setup TNS, ns	std cells	power (mW)
after global placement	-2.82	-6983.89	18052	83.0
after CTS	-1.14	-1739.94	18927	141
final	-1.04	-1998.67	19091	141
after floorplan	-0.940	-2853.51	10802	72.6
after global routing	-1.09	-2035.56	19083	146
after detailed placement	-2.77	-6932.37	18052	83.3
==> final cells by class <==
type	instances	area, µm²
antenna	10	25.0
fill	43959	290000
clock inverter	237	2060
multi-input combinational	6310	59000
clock buffer	524	10600
sequential	3328	83400
tap	6400	8010
inverter	4	38.8
timing repair buffer	2278	26200
==> power by group <==
part           total, mW  switching [mW]  internal [mW]
sequential          65.5            3.45           62.0
combinational       17.1            8.27           8.82
clock               58.3            24.9           33.4
==> final timing paths <==
path,to,slack [ns],cells past startpoint
setup reg to reg,Dataout[229],0.62,5
hold / removal,MainMemory[0][195],0.42,1
hold reg to reg,MainMemory[0][195],0.42,1
setup / recovery,Dataout[211],-1.04,1
min in group asynchronous,MainMemory[6][84],0.50,1
max in group asynchronous,MainMemory[6][80],0.86,4
==> cells by family after synthesis <==
group,after synthesis,share of synthesized area
AND-OR/OR-AND,2166,0.107
adder cells (fa/ha/maj),3,0.000259
buffers and inverters,1164,0.0369
flip-flops,3328,0.576
multiplexers,3242,0.251
AND/OR/NAND/NOR,899,0.0283
No activity file was given, so power comes from the tool's default toggle rates.
