==> /design/flow/design.v <==
`timescale 1ns / 1ps
module ALU_8_Bit(
    A,
    B,
    op_code,
    result,
    zero_flag,
    control_flag
    );
    input [7:0] A, B;
    input [2:0] op_code;
    output reg  zero_flag = 1'b0,  
                control_flag = 1'b0;  
    output reg [8:0] result = 9'b0;
    parameter [2:0] Add = 3'b000,
                    Sub = 3'b001,
                    Greater = 3'b010,
                    Equal = 3'b011,
                    Less = 3'b100,
                    And = 3'b101,
                    Or = 3'b110,
                    Xor = 3'b111;
    always @ (A or B or op_code)
    begin 
    case (op_code)
    Add: 
        begin
        result = A + B;
        control_flag = result[8];
        zero_flag = (result == 16'b0);
        end
    Sub:
        begin
        result = A-B;
        control_flag = result[8];
        zero_flag = (result == 16'b0);
        end
    Greater:
        begin
        result = (A>B);
        zero_flag = (result == 16'b0);
        control_flag = 1'b0;
        end
    Equal:
        begin
        result = (A==B);
        zero_flag = (result == 16'b0); 
        control_flag = 1'b0;
        end
    Less:
        begin
        result = (A<B);
        zero_flag = (result == 16'b0);
        control_flag = 1'b0;
        end
    And:
        begin
        result = (A & B);
        zero_flag = (result == 16'b0);
        control_flag = 1'b0;
        end
    Or:
        begin
        result = (A | B);
        zero_flag = (result == 16'b0);
        control_flag = 1'b0;
        end
    Xor:
        begin
        result = A ^ B;
        zero_flag = (result == 16'b0);
        control_flag = 1'b0;
        end
    default:
        begin
        result = 16'b0;
        control_flag = 1'b0;
        zero_flag = 1'b0;
        end
    endcase 
    end
endmodule
==> /design/flow/run.sh <==
#!/bin/bash
# OpenROAD 26Q1-2900-gdf79404cd8, Yosys 0.63+post, stock flow scripts
make -C /OpenROAD-flow-scripts/flow DESIGN_CONFIG=/design/flow/config.mk WORK_HOME=/design/flow/orfs finish
==> /design/flow/config.mk <==
export PLATFORM = sky130hd
export DESIGN_NAME = ALU_8_Bit
export DESIGN_NICKNAME = ALU_8_Bit
export VERILOG_FILES = /design/flow/design.v
export SDC_FILE = /design/flow/constraint.sdc
export NUM_CORES = 4
export LEC_CHECK = 1
export CORE_AREA = 10 10 88 88
export DIE_AREA = 0 0 98 98
==> /design/flow/constraint.sdc <==
current_design ALU_8_Bit

set clk_period 5.5
set clk_io_pct 0.2

create_clock -name clk0 -period $clk_period

set non_clock_inputs [all_inputs -no_clocks]
set_input_delay [expr $clk_period * $clk_io_pct] -clock clk0 $non_clock_inputs
set_output_delay [expr $clk_period * $clk_io_pct] -clock clk0 [all_outputs]
==> ds_physical_params.txt <==
Physical design parameters

Parameter                              Value

Routing
  Aggregate routed wire length    4800 um
  Detail Route Antenna Nets    0
  Violation tally from detailed-route iteration zero    146
  Detailed-router iteration count before antenna repair    4
  Diode insertion count for antenna repair    0
  Vias after detailed routing    1693
  Number of design rule violations left after detail routing    0
  Wire length per cell    15.0 um
  Detail-routed via count per cell    5.29

Critical path
  Required time reported for the critical path endpoint    4400 ps
  CP max stage delay    570 ps
  Family of cells with the greatest summed delay on the critical path    buffers and inverters
  Origin of the worst setup path    A[1]
  Buffers plus inverters on the worst setup path    3
  Element type at the critical path end    output port
  Maximum fanout along the worst path    5
  Crit path to    result[0]
  WP depth    10
  Most used cell, CP    sky130_fd_sc_hd__clkdlybuf4s50_1
  Critical Path, Cell by Cell    clkdlybuf4s50_1, inv_1, ha_1, o21bai_1, o2111ai_1, and3_4, or4b_1, a21oi_1, a2bb2oi_1, clkdlybuf4s50_1
  Class of the most critical setup path    in -> out
  Cell at the slowest stage of the critical path    sky130_fd_sc_hd__clkdlybuf4s50_1
  Endpoint arrival time on the critical path    4190 ps
  Type of origin of the critical path    input port

STA
  Final setup violation count    0
  Final Hold Violation Tally    0
  Max Freq    0.189 GHz
  Worst slew slack as a fraction of its limit    66.7%
  Final Max Slew Viols    0
  Slew at the pin with the worst max-slew slack    499 ps
  Worst-case setup margin in the final layout    210 ps
  Setup_tns    0 ps
  Setup repair after global routing missed its margin    false
  Period minus WS final    5290 ps
  Fraction of the cycle the final worst path needs    96.2%

Pwr
  Static Leak    0.864 nW
  Worst voltage drop across the vdd grid    0.0303 mV
  PD cells    99.6 mW/mm2

Synthesis
  XOR/XNOR Area Share    4.01%
  Mean cell area of the mapped netlist    6.89 um2
  Number of library cell types mapped by synthesis    55
  Aoi/oai-family share of the synthesized area    33.6%
  Mapped Area    0.00153 mm2
  Cells after synthesis    222
  Main logic family after synthesis    AND-OR/OR-AND gates
  YS warnings    1
  Main area contributors    sky130_fd_sc_hd__ha_1, sky130_fd_sc_hd__inv_1, sky130_fd_sc_hd__a21oi_1
  Count of instantiated cells in the yosys netlist    222
  Post-synthesis share of cell area spent on full adders, half adders and majority gates    22.3%
  Library cell with the largest summed area after synthesis    sky130_fd_sc_hd__ha_1
  Yosys simple share    24.9%
  Max-area cell share    19.6%
  Chip area line of the yosys report    0.00153 mm2
  Mux contribution to synthesized area    4.66%
  Sequential share of the synthesized area    0%

Clock tree
  Cts hold-fix bufs    0
  CTS-repair resized insts    0
  Number of buffers added for setup after CTS    0

Global routing
  Total Routing Usage GR    9.73%
  Pin count of the biggest net entering global routing    20
  Wire length of the first global-routing pass    8110 um
  Initial antenna violation count    0
  Remaining global-route overflow    0
  Via count of the first global-routing pass    1652

Status
  Run status    completed

Finish
  Multi-input gate area    0.00137 mm2
  Flops    0
  Most frequently placed logic cell in the final layout    sky130_fd_sc_hd__clkdlybuf4s50_1
  Synthesis-to-layout area growth    24.9%
  Storage cell area    0 um2
  Most used cells in the layout excluding fill and tap cells    sky130_fd_sc_hd__clkdlybuf4s50_1, sky130_fd_sc_hd__inv_1, sky130_fd_sc_hd__ha_1
  Share of post-route cells with drive strength above 1    5.71%
  Number of inserted filler cells in the final layout    635
  Count of clock-net buffers in the final layout    0

Placement
  Routability-driven placement congestion ratio    0.934
  Post-DP HPWL    4030 um
  Minimum setup slack after placement    146 ps
  Port bufs    30

Die
  Placement row count    28
  Number of top-level pins    30
  Die X-Extent    98 um
  Die footprint    0.00960 mm2
  Effective utilization at floorplan    25.8%
  Die height    98 um
  Core box area    0.00592 mm2

Job
  Number of warning messages in the logs    48
  Max-cap check violation count    0

Min path
  HP Class    in -> out
==> report_power, final <==
part	internal (W)	switching, W	leakage, nW
Clock	0	0	0
Sequential	0	0	0
Combinational	0.0000910	0.0000992	0.864
==> through the flow <==
step / cell area (um2) / util, % / std cells / power [W] / hold WS (ps)
final: 1910 / 32.2 / 320 / 0.000190 / 3340
after global routing: 1910 / 32.2 / 320 / 0.000211 / 3410
after CTS: 1900 / 32.1 / 320 / 0.000189 / 3360
after detailed placement: 1900 / 32.1 / 320 / 0.000188 / 3350
after global placement: 1900 / 32.1 / 320 / 0.000188 / 3350
after floorplan: 1530 / - / 222 / 0.000123 / 2270
==> kinds of logic after synthesis <==
| family | count (synthesis) |
|---|---|
| AND-OR/OR-AND | 72 |
| XOR/XNOR | 7 |
| adder cells (fa/ha/maj) | 26 |
| buffers and inverters | 39 |
| multiplexers | 7 |
| AND/OR/NAND/NOR | 71 |
==> area by class of cell <==
| cell class | count | share of cell area, % |
|---|---|---|
| well taps | 75 | 4.91 |
| inverters | 26 | 5.11 |
| repair buffers | 36 | 18.1 |
| multi-input cells | 183 | 71.9 |
==> cell usage after synthesis, drive strengths merged, types with 2 or more instances <==
cell	instances
o41ai	2
nor2b	4
o21bai	2
xnor2	7
clkbuf	7
a21oi	15
and3	4
a22o	6
o2111ai	2
a2111oi	2
buf	6
nand2	12
fa	2
nor3	6
o21a	2
or4b	2
nand2b	6
inv	25
a21o	5
nand3	3
a221oi	2
nor2	20
o22ai	5
o21ai	11
nor4	3
or2	4
a22oi	5
a311oi	2
o311a	2
nand4	3
ha	24
a211oi	2
mux2i	6
==> worst min-delay path by stage <==
stage | end | from | cells past startpoint
6_report | result[7] | op_code[2] | 5
5_1_grt | result[7] | op_code[2] | 5
4_1_cts | result[7] | op_code[2] | 5
==> metal layers <==
metal | wire length [um] | global-route usage, % | vias up
li1 | - | - | 851
met1 | 2140 | 13.2 | 773
met2 | 2240 | 15.8 | 59
met3 | 325 | 1.21 | 10
met4 | 97 | 2.57 | 0
met5 | 0 | 0 | -
No activity file was given, so power comes from the tool's default toggle rates.
