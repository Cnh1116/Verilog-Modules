===== flow/config.mk =====
export PLATFORM = sky130hd
export DESIGN_NAME = EightBitAddSub
export DESIGN_NICKNAME = EightBitAddSub
export VERILOG_FILES = /design/flow/design.v
export SDC_FILE = /design/flow/constraint.sdc
export NUM_CORES = 4
export LEC_CHECK = 1
export CORE_AREA = 10 10 70 70
export DIE_AREA = 0 0 80 80

===== flow/constraint.sdc =====
current_design EightBitAddSub

set clk_period 6.3
set clk_io_pct 0.2

create_clock -name clk0 -period $clk_period

set non_clock_inputs [all_inputs -no_clocks]
set_input_delay [expr $clk_period * $clk_io_pct] -clock clk0 $non_clock_inputs
set_output_delay [expr $clk_period * $clk_io_pct] -clock clk0 [all_outputs]

===== flow/design.v =====
`timescale 1ns / 1ps
module EightBitAddSub(
    input wire [7:0] a,
    input wire [7:0] b,
    input wire sub,
    output wire [7:0] sum,
    output wire carryOut
    );
    wire B0, B1, B2, B3, B4, B5, B6, B7;
    wire [8:1] carry;
    assign B0 = b[0] ^ sub;
    assign B1 = b[1] ^ sub;
    assign B2 = b[2] ^ sub;
    assign B3 = b[3] ^ sub;
    assign B4 = b[4] ^ sub;
    assign B5 = b[5] ^ sub;
    assign B6 = b[6] ^ sub;
    assign B7 = b[7] ^ sub;
    assign carryOut = carry[8] ^ sub;
    Full_Adder f0 (a[0], B0, sub, sum[0], carry[1]);
    Full_Adder f1 (a[1], B1, carry[1], sum[1], carry[2]);
    Full_Adder f2 (a[2], B2, carry[2], sum[2], carry[3]);
    Full_Adder f3 (a[3], B3, carry[3], sum[3], carry[4]);
    Full_Adder f4 (a[4], B4, carry[4], sum[4], carry[5]);
    Full_Adder f5 (a[5], B5, carry[5], sum[5], carry[6]);
    Full_Adder f6 (a[6], B6, carry[6], sum[6], carry[7]);
    Full_Adder f7 (a[7], B7, carry[7], sum[7], carry[8]);
endmodule
`timescale 1ns / 1ps
module Full_Adder(
    input wire a,
    input wire b,
    input wire c_in,
    output wire sum,
    output wire c_out
    );
    assign sum = a ^ b ^ c_in;
    assign c_out = (a&b) || (a^b)&c_in;
endmodule

===== flow/run.sh =====
#!/bin/bash
# OpenROAD 26Q1-2900-gdf79404cd8, Yosys 0.63+post, stock flow scripts
make -C /OpenROAD-flow-scripts/flow DESIGN_CONFIG=/design/flow/config.mk WORK_HOME=/design/flow/orfs finish

==> results.txt <==
Flow results.

- The count of antenna diodes in the layout is 0.
- Nets still carrying antenna violations after routing amount to 0.
- After layout, the worst setup slack is about 0.15 ns.
- The tally of max-capacitance violations is 0.
- The distinct cell type count of the synthesized netlist is 7.
- The flow ran to the end, and the final reports show no timing, DRC or antenna violations.
- The highest net fanout along the worst path is 1.
- The end-of-flow core utilization is 0.1839.
- The count of standard-cell rows is 21.
- The post-synth design cell area is roughly 350 um^2.
- The total DRC errors in the routed layout is 0.
- The headroom to the max-slew limit is 0.8481.
- The leftover overflow at the end of global routing is 0.
- The fraction of final layout cells sized beyond drive strength 1 is 0.1379.
- The full die area is 0.006400 mm^2.
- The flip-flop and latch count is 0.
- Relative to the synthesized area, the layout overhead comes to 78.01%.
- The required time at the worst-slack endpoint is 5.04 ns.
- The critical path is of the input port to output pin type.
- Looking at the max-slew report, the worst-margin pin has a slew of 0.2262 ns.
- Entering global routing, the biggest net connects 8 pins.
- The fmax is 0.1627 GHz.
- The count of synthesis-stage warnings from yosys is 0.
- The sequential area share after synthesis is 0.
- The endpoint type of the worst setup path is an output pin.
- In this run the horizontal extent of the chip is about 80 um.
- The type recorded for the worst min-delay path is input port to output pin.
- The via count of the first global-routing pass is 324.
- The die height is 80 um.
- For reference, the final report shows the hold violation count at 0.
- A synthesized cell averages 8.821 um^2.
- The synthesized chip area reported by yosys is 352.8 um^2.
- The final cell count without fillers is 104.
- Walking the worst path, the cells encountered are clkdlybuf4s50_1, xnor2_1, fa_2, fa_2, fa_2, fa_2, fa_2, fa_2, fa_2, inv_1, clkdlybuf4s50_1.
- STA classifies the critical path startpoint as an input port.
- The timing report shows the most common cell along the critical path to be sky130_fd_sc_hd__fa_2.
- The final setup violation count is 0.
- Overall power consumption after layout is estimated at around 0.000068 W.
- The detailed-routed wire length on met3 is ~220 um.
- The power density over cell area is 108.9 mW/mm^2.
- Setup repair after global routing left no endpoint under its margin.
- The highest supply drop recorded on VDD is 0.05028 mV.
- Dividing the final minimum period by the clock period gives 0.9758.
- The area of the core region is 0.003416 mm^2.
- The total met2 wirelength after detailed routing is 216 um.
- Per the layout report, the design carries 0 clock buffers.
- Per the gpl log, the routability congestion estimate is around 0.8.
- The standard cell area after detailed placement is 606.8 um^2.
- The floorplan core density is 0.1033.
- The final route contains 281 vias.
- The ratio of routed vias to standard cells is between 2 and 3.
- The global routing report lists combined usage of all routing layers as 0.02884.
- Summing all flip-flop and latch instances after layout gives 0 um^2.
- The number of DRC violations after detailed-routing iteration 0 is 5.
- The pre-CTS worst setup slack is -0.2646 ns.
- The total cells reported by yosys after synthesis is roughly 40.
- The first-pass GRT wire length is 1490 um.
- The wire-length estimate of the detail-placed layout is 905.4 um.
- Counting tap cells, the placed design contains a total of between 100 and 150 instances.
- After routing the design area is approximately 630 um^2.
- The initial antenna violation count was 0.
- The number of port buffers is 26.
- The script logs the mean routed wire length per placed instance as 9.231 um.
- In the final routing, the length of wire on met1 measures 529 um.
- The final count of pins violating max slew is 0.
- The highest layer touched by signal routing is met3.
- The leakage component of the power was reported as between 0.2 and 0.3 nW.
- For this block, the routed nets add up to 960 um of wire.
- Looking at the critical path, the single cell with the biggest stage delay is sky130_fd_sc_hd__fa_2.
- The worst path in the final design needs a cycle of 6.148 ns, including I/O delays and setup.
- The delay of the slowest critical-path stage is 0.52 ns.
- The number of I/O pins is 26.
- The data arrival time of the critical path is 4.89 ns.
- The tool warning count is 32.
- In the synthesized netlist, the number of instances is about 40.
- The length of the first detailed-routing pass in iterations is 2.
[per-layer routing]
layer	track usage	vias to the layer above
li1	-	134
met1	0.04377	120
met2	0.02809	27
met3	0.02727	0
met4	0	0
met5	0	-
[cell usage after synthesis (all sizes together)]
master / number / area [um^2]
mux2i: 1 / 10.01
fa: 7 / 140.1
inv: 14 / 52.55
buf: 9 / 71.32
xor2: 1 / 8.760
xnor2: 8 / 70.07
[stage by stage]
step,hold slack (ns),setup TNS [ns]
finish,3.138,0
floorplan,2.669,0
global placement,3.506,-0.4300
detailed placement,3.489,-0.4651
global route,3.180,0
CTS,3.491,0
[worst paths after layout]
path	start	endpoint	slack (ns)	cells past startpoint
max	b[1]	sum[7]	0.15	11
min	b[0]	sum[0]	3.14	3
[power by group]
part	switching [W]	total (W)	internal (W)
Clock	0	0	0
Sequential	0	0	0
Combinational	0.0000215	0.0000684	0.0000469
[critical path: cells and delay by family]
family | cells | cell delay, ns
xor gates and xnor gates | 1 | 0.16
buffers and inverters | 3 | 0.87
adders and majority gates | 7 | 2.58
[cell usage in the layout, fill, tap and decap left out]
master                             n
sky130_fd_sc_hd__xor2_1            1
sky130_fd_sc_hd__buf_4             1
sky130_fd_sc_hd__clkdlybuf4s50_1  23
sky130_fd_sc_hd__dlymetal6s2s_1    2
sky130_fd_sc_hd__fa_2              7
sky130_fd_sc_hd__inv_1            14
sky130_fd_sc_hd__xnor2_1           8
sky130_fd_sc_hd__dlygate4sd2_1     1
sky130_fd_sc_hd__mux2i_1           1
[cells by family after synthesis]
| group | after synthesis | share of synthesized area |
|---|---|---|
| buffers and inverters | 23 | 0.3511 |
| XOR/XNOR | 9 | 0.2234 |
| adder cells (fa/ha/maj) | 7 | 0.3972 |
| multiplexers | 1 | 0.02837 |
[area by class of cell]
| cell class | instances | area, um^2 |
|---|---|---|
| Timing Repair Buffer | 27 | 271.5 |
| Multi-Input combinational cell | 17 | 246.5 |
| Inverter | 14 | 52.55 |
| Tap cell | 46 | 57.56 |
| Fill cell | 392 | 2788 |
[timing repair]
action,CTS,global route
pin swaps,0,1
hold endpoints to repair,0,0
hold buffers,0,0
setup endpoints to repair,2,2
resized,6,4
setup buffers,0,0
Power is estimated from default activity; no workload was simulated.
